==> ./design.v <==
module preset(
  input clk
 ,input rst_n
 ,output reg [15:0] cpu_addr
 ,output reg        cpu_we
 ,output wire [7:0]  cpu_wdata
,output reg led
);
reg tim;
reg [7:0] sft;
always @(posedge clk or negedge rst_n) begin
  if( !rst_n ) 
   tim <= 1'b0;
  else
   tim <= ~tim;
end
always @(posedge clk or negedge rst_n) begin
  if( !rst_n ) begin
      sft <= 8'b1000_0000;
    end
    else begin
      if( tim && (sft != 8'b0000_0001) ) begin
       sft[7:0] <= {1'b0, sft[7:1]};
     end
     else begin
       sft <= sft;
     end
  end 
end
reg [2:0] w_state;
reg [2:0] r_state;
reg pre_cpu_we;
parameter [2:0]  P_IDLE  = 3'b000; 
parameter [2:0]  P_START = 3'b001;
parameter [2:0]  P_RUN   = 3'b010;
parameter [2:0]  P_FIN   = 3'b011; 
always_comb begin
  if( ~tim ) begin
    w_state = r_state;
  end
  else begin
    case( r_state ) 
      P_IDLE :
        if( sft == 8'b0000_0001 ) 
          w_state = P_START ;
        else
          w_state = r_state;
      P_START:
          w_state = P_RUN;
      P_RUN :
        if( cpu_addr > 4800*3)
          w_state = P_FIN ;
        else
          w_state = r_state;
      P_FIN:
          w_state = r_state;
      default:
          w_state = r_state;
    endcase
  end
end
always @(posedge clk or negedge rst_n) begin
  if( !rst_n )
    r_state <= P_IDLE;
  else
    r_state <= w_state;
end
function [7:0] func_mes(input [13:0] addr); 
 case(addr) 
    16'h00: func_mes = "H";
     16'h01: func_mes = "e";
     16'h02: func_mes = "l";
     16'h03: func_mes = "l";
     16'h04: func_mes = "o";
     16'h05: func_mes = ",";
     16'h06: func_mes = " ";
     16'h07: func_mes = "W";
     16'h08: func_mes = "o";
     16'h09: func_mes = "r";
     16'h0A: func_mes = "l";
     16'h0B: func_mes = "d";
     16'h0C: func_mes = ".";
    'h12C0: func_mes = 'hFF;
    'h12C0*2: func_mes =  'h00; 
    'h12C0*3: func_mes = 'h00; 
    default :func_mes = 'hFF;
  endcase
endfunction
always @(posedge clk  or negedge rst_n) begin
    if( !rst_n ) 
      cpu_addr  <= 16'h0000;
    else begin
      if( ~tim ) 
        cpu_addr  <= cpu_addr;
      else if( (r_state == P_RUN) )
        cpu_addr  <= cpu_addr + 16'h0001;
      else 
        cpu_addr  <= cpu_addr;
    end
end
wire [7:0] dbg = func_mes(cpu_addr);
always @(posedge clk  or negedge rst_n) begin
    if( !rst_n ) begin
      cpu_we<= 1'b0;
      led       <= 1'b0;
    end
    else begin
      if( ~tim ) begin
        cpu_we    <= 1'b0;
        led       <= 1'b0;
      end
      else if( (r_state == P_RUN) || (r_state== P_START) ) begin
        cpu_we    <= 1'b1;
        led <= 1'b1; 
      end
      else begin
        cpu_we    <= 1'b0;
        led       <= 1'b0;
      end   
    end
end
assign cpu_wdata   = func_mes(cpu_addr);
endmodule
==> ./run.sh <==
#!/bin/bash
# OpenROAD 26Q1-2900-gdf79404cd8, Yosys 0.63+post, stock flow scripts
make -C /OpenROAD-flow-scripts/flow DESIGN_CONFIG=/design/flow/config.mk WORK_HOME=/design/flow/orfs finish
==> ./config.mk <==
export PLATFORM = sky130hd
export DESIGN_NAME = preset
export DESIGN_NICKNAME = preset
export VERILOG_FILES = /design/flow/design.v
export SDC_FILE = /design/flow/constraint.sdc
export NUM_CORES = 4
export LEC_CHECK = 1
export CORE_UTILIZATION = 30
==> ./constraint.sdc <==
current_design preset

set clk_period 5.9
set clk_io_pct 0.2

create_clock -name clk0 -period $clk_period [get_ports {clk}]

set non_clock_inputs [all_inputs -no_clocks]
set_input_delay [expr $clk_period * $clk_io_pct] -clock clk0 $non_clock_inputs
set_output_delay [expr $clk_period * $clk_io_pct] -clock clk0 [all_outputs]
==> deck_impl_summary.md <==
Flow Results at a Glance

Yosys
  – Fraction of the mapped netlist area in adder cells: 0.0306
  – Syn Area/Cell: ~10 sq um
  – # Cells Yosys: between 150 and 200
  – Mapped Cells: 162
  – Yosys Warn Count: 1
  – Distinct cells, synth: 47
  – Sequential share of the synthesized area: 0.445
  – Comb area leader: simple AND/OR/NAND/NOR gates
  – Mux cell area share after synthesis: 0.0612
  – Ys flops: 29
  – Post-Synth Simple-Gate Area: 0.210
  – EDFF count, synth: 0
  – Commonest flop: dfrtp_1
  – AND-OR/OR-AND Cells, Area Fraction: 0.115
  – Xor and xnor area share after synthesis: 0.0856
  – Synth async-reset ratio: 1.00
  – Yosys chip area: ~1600 sq um
  – Post-Syn Area: between 1500 and 2000 sq um

Detailed routing
  – Inserted Diodes: 0
  – Initial DRT Pass Iterations: 4
  – Via count: roughly 1200
  – Drt wl/cell: 12.2 um
  – Drt drc: 0
  – Post-Route WL: 3170 um
  – Antenna Nets Post-Route: 0
  – Via-to-Cell Ratio: 4.63
  – Initial DRC count: 68

Worst setup path
  – Crit Path Class: reg2out
  – Crit path max fanout: 19
  – CP startpoint kind: flop
  – CP Capture Type: output pin
  – CP Data Required Time: approximately 4700 ps
  – Arrival time at the worst endpoint: 2390 ps

Timing
  – Final Cycle Share: 0.605
  – Setup TNS: 0 ps
  – Clock skew: 3.23 ps
  – RSZ-0062 raised after global routing: no
  – Worst slew margin: 0.618
  – Minimum clock period: approximately 3600 ps
  – Final setup violation count: 0
  – Worst Tran Pin Value: 574 ps
  – Number of hold violations in the final report: 0
  – Max-slew violation count: 0
  – Maximum clock rate: 280 MHz

Cells and area
  – Final core utilization: 0.398
  – Most frequent cells in the layout: dfrtp_1, clkdlybuf4s50_1, nand2_1, nor2_1, xnor2_1
  – Share of post-route cells with drive strength above 1: 0.168
  – Fillers: about 490
  – Area grow syn2layout: 25.8%

Clocking
  – # Post-CTS Setup Buffers: 0
  – Hold Buf Count CTS: 0
  – Clk root buf: clkbuf_8
  – H-tree levels: 2
  – Latency at later pin: approximately 280 ps
  – CTS tree: yes
  – Inserted Clock Buffers: 5
  – Clk buf depth: 2
  – Post-CTS sizing: 0
  – Clk slew on worst S/H paths: 60 ps
  – CTS Sinks: 29

Pwr
  – VDD IR max: 0.183 mV
  – Pwr dens: around 190 nW/um^2
  – P_leak: about 0.9 nW

Die
  – Pre-Place Util: 0.316
  – Die ar.: 5750 sq um
  – Top Ports: 28
  – Die X: 75.9 um
  – Vert. Die Dim: around 76 um
  – Core area: between 5000 and 6000 sq um
  – Rows: 26

Placement
  – I/O Buffers: 27
  – GPL Wtd Cong: 0.812
  – Detailed placement HPWL: 2260 um

Min path
  – Hold WC Path Type: reg2reg

Run
  – Log Warnings: 28
  – Max Cap Violations: 0

Global routing
  – Initial antenna violation count: 0
  – Vias in the first global route: between 1000 and 1500
  – GRT Residual Overflow: 0
  – Largest net degree at the start of global routing: 30
  – Gr usage total: 0.122
  – Global-route wire length before repair: 5260 um

Outcome
  – Run status: finished clean
## final cells by class
| type | instances | area (sq um) | share of cell area |
|---|---|---|---|
| Clock buffer | 7 | 96.3 | 0.0468 |
| Clock inverter | 1 | 5.00 | 0.00243 |
| Sequential cell | 29 | 728 | 0.354 |
| Inverter | 11 | 41.3 | 0.0201 |
| Timing Repair Buffer | 28 | 278 | 0.135 |
| Tap cell | 70 | 87.6 | 0.0426 |
| Multi-Input combinational cell | 114 | 822 | 0.399 |
## cells in the mapped netlist, types with 4 or more instances
cell type / instances / share of area
nor2_1: 13 / 0.030
o21ai_0: 5 / 0.015
a21oi_1: 6 / 0.018
xnor2_1: 12 / 0.064
dfrtp_1: 27 / 0.41
mux2_2: 8 / 0.055
nand3_1: 9 / 0.028
ha_1: 4 / 0.031
xor2_1: 4 / 0.021
inv_1: 11 / 0.025
nand2_1: 14 / 0.032
## through the flow
step | total power, mW | instances | instance area (sq um) | hold slack (ps) | setup slack, ps
after floorplan | 0.203 | 162 | 1640 | 444 | 3250
after global placement | 0.208 | 252 | 1960 | 470 | 2660
after detailed placement | 0.208 | 252 | 1960 | 472 | 2620
after CTS | 0.389 | 260 | 2060 | 481 | 2330
after global routing | 0.399 | 260 | 2060 | 486 | 2140
final | 0.384 | 260 | 2060 | 480 | 2330
## worst max-delay path: stages (launching register included)
cell and delay (ps):
dfrtp_1 710, nand2_1 200, nor2_1 160, a21oi_1 80
a211o_4 380, o31ai_1 80, clkdlybuf4s50_1 500
## metal layers
| layer | GRT usage | vias to the layer above | wire length [um] |
|---|---|---|---|
| met1 | 0.194 | 562 | 1610 |
| li1 | - | 612 | - |
| met4 | 0.0165 | 0 | 42 |
| met2 | 0.181 | 24 | 1390 |
| met5 | 0 | - | 0 |
| met3 | 0.0255 | 6 | 117 |
## worst paths after layout
check	from	to	slack, ps	cells past startpoint
max in group asynchronous	rst_n	r_state[0]$_DFF_PN1_	4300	2
setup / recovery	cpu_addr[2]$_DFFE_PN0P_	cpu_wdata[6]	2330	6
setup reg to reg	cpu_addr[2]$_DFFE_PN0P_	cpu_addr[15]$_DFFE_PN0P_	4040	5
hold / removal	r_state[0]$_DFF_PN1_	r_state[0]$_DFF_PN1_	480	1
hold reg to reg	r_state[0]$_DFF_PN1_	r_state[0]$_DFF_PN1_	480	1
min in group asynchronous	rst_n	sft[6]$_DFFE_PN0P_	1280	2
## power by group
group	leakage [nW]	switching, mW	internal, mW
clock network	0.0542	0.0745	0.105
logic	0.425	0.00385	0.00101
registers	0.399	0	0.199
total	0.878	0.0784	0.305
## registers in the layout, summed over array words and instances, names as in the netlist
register,count
r_state,3
sft,8
cpu_addr,16
cpu_we,1
tim,1
## cells by family (layout without fill, tap and decap cells)
family                   count (synthesis)  count (layout)
multiplexers                             9               9
AND/OR/NAND/NOR                         58              58
adder cells (fa/ha/maj)                  4               4
buffers and inverters                   19              47
XOR/XNOR                                16              16
flip-flops                              29              29
AND-OR/OR-AND                           27              27
Power is estimated from default activity; no workload was simulated.
